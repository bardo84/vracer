[flow/design.v]
module accum #(
    parameter int IN_WIDTH  = 16,
    parameter int OUT_WIDTH = 32
) (
    input  logic                 clk,
    input  logic                 rst,
    input  logic                 en,
    input  logic [ IN_WIDTH-1:0] data_in,
    output logic [OUT_WIDTH-1:0] data_out
);
    always_ff @(posedge clk) begin
        if (en) data_out <= data_out + data_in;
        if (rst) data_out <= '0;
    end
endmodule
[flow/run.sh]
#!/bin/bash
# OpenROAD 26Q1-2900-gdf79404cd8, Yosys 0.63+post, stock flow scripts
make -C /OpenROAD-flow-scripts/flow DESIGN_CONFIG=/design/flow/config.mk WORK_HOME=/design/flow/orfs finish
[flow/config.mk]
export PLATFORM = sky130hd
export DESIGN_NAME = accum
export DESIGN_NICKNAME = accum
export VERILOG_FILES = /design/flow/design.v
export SDC_FILE = /design/flow/constraint.sdc
export NUM_CORES = 4
export LEC_CHECK = 1
export CORE_AREA = 10 10 106 106
export DIE_AREA = 0 0 116 116
[flow/constraint.sdc]
current_design accum

set clk_period 7.9
set clk_io_pct 0.2

create_clock -name clk0 -period $clk_period [get_ports {clk}]

set non_clock_inputs [all_inputs -no_clocks]
set_input_delay [expr $clk_period * $clk_io_pct] -clock clk0 $non_clock_inputs
set_output_delay [expr $clk_period * $clk_io_pct] -clock clk0 [all_outputs]
==> impl_metrics.toml <==
# physical design summary
[outcome]
status = "finished, final reports clean"

[cells_and_area]
largest_register_ffs = 32
drive_above_1_share_pct = 6.250
nFillCells = 927
area_growth_pct = 29.75
utilization_pct = 33.48
reg_top3 = "data_out x32"
regMostFlops = "data_out"
lay_top_cells = "clkdlybuf4s50_1 (50), dfxtp_1 (32), nor2_1 (25), a21oi_1 (21), ha_1 (16)"
lay_top_count = "clkdlybuf4s50_1"
fin_cells = 428

[floorplan]
core_sq_mm = 0.008848
initCoreUtil_pct = 25.81
die-area_sq_mm = 0.01346
pin_count = 51
rows = 34
die_width_um = 116
fp.dieH_um = 116

[setup_path]
r2r_start = "data_out[0]"
crit_chain = "clkdlybuf4s50_1, ha_1, fa_1, a211o_1, a211oi_1, o21ai_1, a211o_1, a2111oi_0, nand3b_1"
cp-start-kind = "input pin"
reg2regPathDepth = 8
r2r_slack_ns = 5.19
critPathTopFamily = "AND-OR/OR-AND gates"
worst-path-buf-inv = 1
criticalPathCategory = "input pin to flip-flop"
cp_slowest_cell = "fa_1"
crit_path_max_fanout = 3
cp_common_cell = "a211o_1"
r2r_end = "data_out[14]"
cpPeakStageDelay_ns = 0.43
critPathCaptureType = "flip-flop"
cp.required_ns = 8.13
worst_ep_arrival_time_ns = 4.33

[placed_design]
dp_cells = 420
dpl.hpwl_mm = 4.592
gp_congestion = 0.8707
pre_cts_ws_ns = 3.537
port_buffers = 50

[cts]
hold_buffers = 0
post_cts_buffers = 0
cts_resized = 0
cts.path.max_buffers = 2
clock-root-buffer = "clkbuf_8"
clkTransAtPathRegs_ns = 0.07
cts_tree = "done"
numCtsBuffers = 5
h-tree-depth = 2
insertion_delay_ns = 0.29
clock-sinks = 32

[yosys]
synth-xor-area-share_pct = 2.685
ys_cells = 274
synth.avg_cell_area_sq_um = 8.334
synth_seq_share_pct = 28.05
synthCells = 274
ff_type = "dfxtp_1"
synth_flops = 32
logic_family = "simple AND/OR/NAND/NOR gates"
ys_area_sq_mm = 0.002283
compound_area_share_pct = 22.90
edf_count = 0
ys_types = 55
synth_area_sq_mm = 0.002283
ys_sh_adder_pct = 9.644
synthMuxAreaShare_pct = 7.014
ys_sh_simple_pct = 24.44
async_reset_ff_share_pct = 0
yosys_warnings = 1

[timing]
finalMaxSlewViolations = 0
rsz0062_at_grt = "no"
fin_crit_ns = 4.104
fmax_mhz = 243.6
fin_crit_sh_pct = 51.95
max-slew-margin-rel_pct = 59.24
finalHoldViolCount = 0
setup_violations = 0
fin_ws_ns = 3.796
final.setup_skew_ns = 0.009135
worst_pin_slew_ns = 0.6092
tns_ns = 0

[route]
routed_wl_mm = 6.493
routedWlPerCell_um = 15.17
drtIter0Drc = 156
viasPerCell = 5.147
drtPass1Iterations = 4
post-route-drc-count = 0
diodes = 0
postRouteAntennaNets = 0
dr_total_vias = 2203

[pwr]
p_leak_nw = 1.122
ir_drop_uv = 65.29
power_density_mw_per_mm2 = 178.4

[global_route]
grt_antenna_before_repair = 0
grt_max_degree = 45
grt_pass1_vias = 2027
track_usage_pct = 9.427
grt_first_pass_wirelength_mm = 10.34
gr-total-overflow = 0

[job]
maxCapViolations = 0
log.warning_count = 25

[hold_path]
hold_end = "data_out[11]"
hold_class = "flip-flop to flip-flop"
hold_path.startpoint = "data_out[11]"
min_path_cells = 2
==> cell usage after synthesis, types with 2 or more instances <==
master | number | area share [%]
nor3_1 | 5 | 1.1
a31oi_1 | 4 | 1.1
buf_2 | 2 | 0.44
and3_1 | 3 | 0.82
o211ai_1 | 2 | 0.66
ha_1 | 16 | 8.8
xnor2_1 | 6 | 2.3
nand4b_1 | 3 | 1.2
a21o_1 | 4 | 1.3
dfxtp_1 | 32 | 28
nand3b_1 | 3 | 0.99
nor2_1 | 25 | 4.1
mux2_2 | 5 | 2.5
o211a_1 | 3 | 1.3
nor2b_1 | 8 | 2.2
or3_1 | 6 | 1.6
a21oi_1 | 21 | 4.6
nand2_1 | 14 | 2.3
nand4_1 | 5 | 1.4
a211o_1 | 3 | 1.2
mux2i_1 | 7 | 3.1
a2111oi_0 | 2 | 0.77
inv_1 | 9 | 1.5
a211oi_1 | 12 | 3.9
o31ai_1 | 6 | 2.0
or4_1 | 5 | 1.6
clkbuf_1 | 7 | 1.2
o2111ai_1 | 2 | 0.77
o21ai_0 | 10 | 2.2
mux2_1 | 3 | 1.5
nand3_1 | 12 | 2.6
o21a_1 | 4 | 1.3
and4_1 | 3 | 1.2
==> cells by family (layout without fill, tap and decap cells) <==
| kind of cell | count (synthesis) | count (layout) |
|---|---|---|
| compound gates | 78 | 78 |
| xor+xnor | 7 | 7 |
| fa+ha+maj | 17 | 17 |
| buf+inv | 24 | 70 |
| flops | 32 | 32 |
| mux | 15 | 15 |
| simple gates | 101 | 101 |
==> worst reg2reg max path: stages (launching register included) <==
cell       delay (ns)
dfxtp_1          0.33
ha_1             0.21
fa_1             0.43
a211o_1          0.37
a211oi_1         0.29
o21ai_1          0.18
a211o_1          0.34
a2111oi_0        0.36
nand3b_1         0.15
==> how the worst max path moves through the flow <==
stage	from	to	slack (ns)	depth (start not counted)
after global routing	data_in[10]	data_out[31]	3.65	8
final	data_in[0]	data_out[14]	3.80	9
after CTS	data_in[0]	data_out[14]	3.83	9
==> stage by stage <==
| step | total power, mW | hold slack (ns) | area, sq um |
|---|---|---|---|
| finish | 0.5287 | 0.4939 | 2963 |
| global route | 0.5691 | 0.5295 | 2963 |
| CTS | 0.5370 | 0.4943 | 2963 |
| detailed placement | 0.3720 | 0.4805 | 2855 |
| global placement | 0.3716 | 0.4821 | 2855 |
| floorplan | 0.3114 | 0.4447 | 2283 |
==> routing by layer <==
metal  vias up  track usage [%]  wire length (um)
met5         -                0                 0
met4         0           0.7506                37
met3         2            2.407               373
met2        44            14.79              2923
met1      1031            13.38              3159
li1       1126                -                 -
==> cell type report <==
class | count | area [sq um] | share of cell area [%]
clock inverter | 2 | 35.03 | 1.182
multi-input combinational | 218 | 1523 | 51.39
clock buffer | 6 | 72.57 | 2.449
inverter | 9 | 33.78 | 1.140
timing repair buffer | 53 | 523.0 | 17.65
tap | 108 | 135.1 | 4.561
sequential | 32 | 640.6 | 21.62
==> where the power goes <==
group	total, mW	internal, mW	switching (mW)
clock	0.159	0.0937	0.0656
sequential	0.185	0.174	0.0109
combinational	0.184	0.0887	0.0955
total	0.529	0.357	0.172
Power and IR drop assume default switching activity.
